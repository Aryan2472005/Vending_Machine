==> ./design.v <==
`timescale 1ns / 1ps
module top(
    input clk,
    input rst,
    input wire [1:0] sel,
    input wire [1:0] coin,
    input wire cancel,
    output reg PA, PB, PC,
    output reg change
    );
    parameter S0 = 3'b000;       
    parameter S1 = 3'b001;       
    parameter S2 = 3'b010;       
    parameter S3 = 3'b011;       
    parameter S4 = 3'b100;       
    reg [2:0] state, nstate;
    always @(posedge clk) begin
        if(rst) begin 
            state = 0;
            nstate = 0;
            change = 0;
            PA = 0; PB = 0; PC = 0;
        end
        else 
            state = nstate;
        case(state)
            S0: begin
                if(coin == 2'b01)begin
                    nstate = S1;
                end
                else if(coin == 2'b10) begin
                    nstate = S3;
                end
            end
            S1: begin
                if(sel == 2'b00)begin
                    PA = 1; PB = 0; PC = 0;
                    nstate = S0;
                end
                else if(coin == 2'b10) begin
                    nstate = S2;
                end
                else if(coin == 2'b01) begin
                    nstate = S3;
                end
                else if(cancel == 1) begin
                    nstate = S0;
                    PA = 0; PB = 0; PC = 0;
                    change = 1'b1;
                end
            end
            S2: begin
                if(cancel == 1) begin
                    nstate = S0;
                    PA = 0; PB = 0; PC = 0;
                    change = 1'b1;
                end
                else if(coin == 2'b01) begin
                    nstate = S4; 
                end
            end
            S3: begin
                if(cancel == 1) begin
                    nstate = S0;
                    PA = 0; PB = 0; PC = 0;
                    change = 1'b1;
                end
                else if(sel == 2'b01) begin
                    PA = 0; PB = 1; PC = 0;
                    nstate = S0;
                end
                else if (sel == 2'b00) begin
                    PA = 1; PB = 0; PC = 0;
                    change = 1;
                    nstate = S0;
                end
                else if (coin == 2'b10) begin
                    nstate = S4;
                end
                else if(coin == 2'b01) begin
                    nstate = S2;
                end
            end
            S4: begin
                if(cancel == 1) begin
                    nstate = S0;
                    PA = 0; PB = 0; PC = 0;
                    change = 1'b1;
                end
                else if (sel == 2'b10) begin
                    PA = 0; PB = 0; PC = 1;
                end
            end
        endcase
    end
endmodule
==> ./run.sh <==
#!/bin/bash
# OpenROAD 26Q1-2900-gdf79404cd8, Yosys 0.63+post, stock flow scripts
make -C /OpenROAD-flow-scripts/flow DESIGN_CONFIG=/design/flow/config.mk WORK_HOME=/design/flow/orfs finish
==> ./config.mk <==
export PLATFORM = sky130hd
export DESIGN_NAME = top
export DESIGN_NICKNAME = top
export VERILOG_FILES = /design/flow/design.v
export SDC_FILE = /design/flow/constraint.sdc
export NUM_CORES = 4
export LEC_CHECK = 1
export CORE_AREA = 10 10 77 77
export DIE_AREA = 0 0 87 87
==> ./constraint.sdc <==
current_design top

set clk_period 3.5
set clk_io_pct 0.2

create_clock -name clk0 -period $clk_period [get_ports {clk}]

set non_clock_inputs [all_inputs -no_clocks]
set_input_delay [expr $clk_period * $clk_io_pct] -clock clk0 $non_clock_inputs
set_output_delay [expr $clk_period * $clk_io_pct] -clock clk0 [all_outputs]
==> impl_metrics.ini <==
; generated from flow reports
[outcome]
status = finished clean

[routing]
met3_length_um = 129
routed.top_layer = met4
vias_per_cell = 4.68
vias = 749
antenna_left = 0
drtIter0Drc = 94
met2_length_um = 789
wl_per_cell_um = 11.3
drc_errors = 0
wl_met1_um = 879
drt_wl_total_um = 1820
antenna_cells = 0
dr.pass1.iters = 4

[die]
rows = 24
die_area_sq_um = 7570
die_h_um = 87
io_pins = 11
core_area_sq_um = 4350
initial_core_util_pct = 17.5
dieWidth_um = 87

[cts]
ctsResizeCount = 0
postCtsSetupBuffers = 0
cts-root-buf = clkbuf_8
htreeDepth = 1
cts_made_buffers = 3
cts_tree = built
clock.latency.late_pin_ps = 230
clk_path_buf_depth = 2
hold_buffers = 0
clk_pin_slew_ps = 50
clock-sinks = 10

[setup_path]
cp_top_family = AND-OR/OR-AND gates
r2r_slack_ps = 1630
setup.worst_path.end_class = flop
cpMaxStageDelayCell = a2111oi_1
critPathMaxFanout = 7
path_buffers = 2
required_ps = 3590
slowest_delay_ps = 530
crit_type = input pin to flop
arrival_ps = 2610
crit_path_cell_trace = clkdlybuf4s50_1 > inv_1 > ha_1 > or3b_1 > a2111oi_1 > a211oi_1
start_kind = input pin

[final_timing]
fmax_mhz = 397
setup_viol = 0
worst_slew_pin_slew_ps = 550
rsz0062_at_grt = false
setup_slack_ps = 978
period_minus_slack_ps = 2520
period_used_pct = 72.1
hold_violations = 0
max_slew_margin_pct = 63.3
maxSlewViolCount = 0
fin_skew_ps = 1.41
setup-tns-final_ps = 0

[grt]
grt_pass1_vias = 709
grt_pass1_wl_um = 3260
grt-ovfl-total = 0
grt_max_degree = 17
grt_antenna_before_repair = 0
track_usage_pct = 5.11

[synthesis]
yosysCellCount = 98
syn_inst = 98
synth_seq_share_pct = 26.3
ys.flops = 10
ys_area_sq_um = 762
yosysWarnings = 1
syn_area_sq_um = 762
synth.distinct_cells = 36
avgSynthCellArea_sq_um = 7.78

[hold_path]
hold_class = flop to flop

[pwr]
p_per_area_nw_per_um2 = 409
p_int_uw = 274
clkPwrFrac_pct = 36.5
combPwrFrac_pct = 25.7
seqPwrFrac_pct = 37.8
power.switching_uw = 121
peakVddDrop_uv = 148
swShare_pct = 30.7
p_leak_uw = 0.000324

[place]
io_buffers = 10
post-place-ws_ps = 762
dp_hpwl_um = 1380
globalplace.congestion = 0.845

[flow_run]
drv_cap = 0
tool_warnings = 28

[layout]
drive_above_1_share_pct = 8.33
final_core_util_pct = 22.2
synthToLayoutAreaGrowth_pct = 26.8
-- worst paths after layout --
path / from / endpoint / depth (start not counted)
worst max-delay path: coin[1] / PC$_DFF_P_ / 6
worst max register to register: flop / nstate[2]$_DFF_P_ / 4
worst min register to register: nstate[3]$_DFF_P_ / nstate[3]$_DFF_P_ / 2
worst min-delay path: nstate[3]$_DFF_P_ / nstate[3]$_DFF_P_ / 2
-- tightest hold or removal path, stage by stage (launching register included) --
cell     delay [ps]
dfxtp_1         300
inv_1            70
o21ai_1          70
-- stage by stage --
step                hold WS, ps  instance area, sq um  power [uW]  cells
global route                523                   966         422    160
CTS                         494                   966         397    160
detailed placement          484                   911         252    156
floorplan                   455                   762         220     98
global placement            477                   911         253    156
finish                      489                   966         395    160
-- area by class of cell --
cell class / instances / area [sq um]
fillers: 487 / 3390
multi-input cells: 75 / 508
flip-flops and latches: 10 / 200
repair buffers: 11 / 108
well taps: 52 / 65.1
clock buffers: 4 / 55.1
inverters: 8 / 30.0
-- cell families after synthesis --
family | count (synthesis) | share of synthesized area, %
buffers and inverters | 13 | 7.06
and+or+nand+nor | 34 | 28.1
AOI/OAI and AO/OA | 37 | 32.0
adders and majority gates | 4 | 6.57
DFF | 10 | 26.3
-- layer usage --
layer | up-vias | global-route usage (%)
met5 | - | 0
met4 | 0 | 0.442
met3 | 2 | 1.89
met2 | 19 | 7.99
met1 | 343 | 6.81
li1 | 385 | -
-- placed cells by master, fill, tap and decap left out, types with 2 or more instances in the layout --
master | Yosys | final
nand2b_1 | 5 | 5
a31oi_1 | 2 | 2
o21a_1 | 3 | 3
o211ai_1 | 4 | 4
ha_1 | 4 | 4
clkbuf_8 | 0 | 4
o22ai_1 | 2 | 2
inv_1 | 7 | 7
dfxtp_1 | 10 | 10
nor3_1 | 2 | 2
a211oi_1 | 2 | 2
nor2b_1 | 4 | 4
a21oi_1 | 8 | 8
o21ai_1 | 2 | 2
o21ai_0 | 6 | 6
or3b_1 | 3 | 3
or3_1 | 4 | 4
nor2_1 | 8 | 8
clkdlybuf4s50_1 | 0 | 10
-- synthesized netlist by cell type (all sizes together) --
master    n  area [sq um]
nor3      4          36.3
nor4      1          6.26
a221oi    1          8.76
o211ai    4          30.0
a2111oi   1          10.0
o21a      3          22.5
o31a      1          8.76
inv       8          30.0
a21oi     8          40.0
a21o      1          7.51
nor2b     4          25.0
a211oi    2          15.0
ha        4          50.1
o2111ai   1          8.76
nand2     1          3.75
or3       4          25.0
o21ai     8          40.0
nor2      8          30.0
o22ai     2          12.5
dfxtp    10           200
or3b      3          26.3
o221ai    1          8.76
or2       1          6.26
nand2b    5          31.3
buf       4          20.0
a31oi     2          12.5
a311o     1          10.0
nor4b     1          8.76
clkbuf    1          3.75
nand3b    1          7.51
a41oi     1          8.76
nor3b     1          7.51
-- power by group through the flow --
stage     logic (uW)  clock network [uW]  registers, uW
4_1_cts          101                 147            149
5_1_grt          117                 152            153
6_report         102                 144            149
Power is estimated from default activity; no workload was simulated.
